<file path="run.sh">
#!/bin/bash
# OpenROAD 26Q1-2900-gdf79404cd8, Yosys 0.63+post, stock flow scripts
make -C /OpenROAD-flow-scripts/flow DESIGN_CONFIG=/design/flow/config.mk WORK_HOME=/design/flow/orfs finish
</file>
<file path="config.mk">
export PLATFORM = sky130hd
export DESIGN_NAME = BCD_Display
export DESIGN_NICKNAME = BCD_Display
export VERILOG_FILES = /design/flow/design.v
export SDC_FILE = /design/flow/constraint.sdc
export NUM_CORES = 4
export LEC_CHECK = 1
export CORE_AREA = 10 10 106 106
export DIE_AREA = 0 0 116 116
</file>
<file path="constraint.sdc">
current_design BCD_Display

set clk_period 10.4
set clk_io_pct 0.2

create_clock -name clk0 -period $clk_period [get_ports {clk}]

set non_clock_inputs [all_inputs -no_clocks]
set_input_delay [expr $clk_period * $clk_io_pct] -clock clk0 $non_clock_inputs
set_output_delay [expr $clk_period * $clk_io_pct] -clock clk0 [all_outputs]
</file>
<file path="design.v">
`timescale 1ns / 1ps
module BCD_Display(
    input clk,  
    input [7:0] Number,
    output [7:0] Segments,
    output [3:0] Digit_En
    );
    parameter clk_divider = 100000000/800/2;
    reg [16:0] count;
    always @(posedge clk) count <= count + 1;
    reg [1:0] Sel;
    always @(posedge count[16]) Sel <= Sel + 1;
    wire [3:0] Ones, Tens, Hundreds;
    wire [3:0] BCD_Digit;
    Decoder A1(Sel, Digit_En);
    Bin_BCD_Converter A2(Number, Hundreds[1:0], Tens, Ones);
    Mux_4to1 A3(Sel, Ones, Tens, Hundreds, 4'b0000, BCD_Digit);
    Bin_7Segment_Display A4(BCD_Digit, Segments);
endmodule
module Decoder(
    input [1:0] Sel,
    output reg [3:0] Out
    );
    always @(Sel) begin
        case(Sel)
            2'b00: Out <= 4'b1110; 
            2'b01: Out <= 4'b1101;
            2'b10: Out <= 4'b1011;
            2'b11: Out <= 4'b1111;
        endcase
    end
endmodule
module Mux_4to1(
    input [1:0] Sel,
    input [3:0] In0, In1, In2, In3,
    output reg [3:0] Out
    );
    always @(Sel, In0, In1, In2, In3) begin
        case(Sel)
            2'b00: Out <= In0;
            2'b01: Out <= In1;
            2'b10: Out <= In2;
            2'b11: Out <= In3;
        endcase
    end
endmodule
module Bin_7Segment_Display(
    input [3:0] Bin,
    output reg [7:0] Segments
    );
    always @(Bin) begin
        case(Bin)
            4'b0000: Segments <= 8'b11000000;  
            4'b0001: Segments <= 8'b11111001;
            4'b0010: Segments <= 8'b10100100;
            4'b0011: Segments <= 8'b10110000;
            4'b0100: Segments <= 8'b10011001;
            4'b0101: Segments <= 8'b10010010;
            4'b0110: Segments <= 8'b10000010;
            4'b0111: Segments <= 8'b11111000;
            4'b1000: Segments <= 8'b10000000;
            4'b1001: Segments <= 8'b10010000;
        endcase
    end
endmodule
`timescale 1ns / 1ps
module Bin_BCD_Converter(
    input [7:0] A,
    output [1:0] Hundreds,
    output [3:0] Tens,
    output [3:0] Ones
    );
    wire [3:0] c1, c2, c3, c4, c5, c6, c7;
    wire [3:0] d1, d2, d3, d4, d5, d6, d7;
    assign d1 = {1'b0, A[7:5]};
    assign d2 = {c1[2:0], A[4]};
    assign d3 = {c2[2:0], A[3]};
    assign d4 = {c3[2:0], A[2]};
    assign d5 = {c4[2:0], A[1]};
    assign d6 = {1'b0, c1[3], c2[3], c3[3]};
    assign d7 = {c6[2:0], c4[3]};
    Shift_Add3_ALG M1(d1, c1);
    Shift_Add3_ALG M2(d2, c2);
    Shift_Add3_ALG M3(d3, c3);
    Shift_Add3_ALG M4(d4, c4);
    Shift_Add3_ALG M5(d5, c5);
    Shift_Add3_ALG M6(d6, c6);
    Shift_Add3_ALG M7(d7, c7);
    assign Ones = {c5[2:0], A[0]};
    assign Tens = {c7[2:0], c5[3]};
    assign Hundreds = {c6[3], c7[3]};
endmodule
module Shift_Add3_ALG(
    input [3:0] In, 
    output reg [3:0] Out
    );
    always @(In) begin
        case(In)
            4'b0000: Out <= 4'b0000;
            4'b0001: Out <= 4'b0001;
            4'b0010: Out <= 4'b0010;
            4'b0011: Out <= 4'b0011;
            4'b0100: Out <= 4'b0100;
            4'b0101: Out <= 4'b1000;
            4'b0110: Out <= 4'b1001;
            4'b0111: Out <= 4'b1010;
            4'b1000: Out <= 4'b1011;
            4'b1001: Out <= 4'b1100;
            default: Out <= 4'b0000;
        endcase
    end
endmodule
</file>
==> notes.md <==
flow finished, numbers: outcome=completed, hold_buf cts=0, total inserted antenna cells=0, DRC viols=0, clock latency on the worst-skew pair=0.24 ns, Placed Area=2130 µm², Die Area=13,460 µm², Root Driver=clkbuf_8, pre-CTS setup slack=2.661 ns, P&R area growth vs syn=15.25%, cells in synth_stat.txt=225, via count=1,567, P_leak=0.8075 nW, cycle use final=74.28%, H-tree depth=1, top_reg_cell synth=dfxtp_1, die height=116 µm, endpoints left unconstrained=12, Min-Delay Path Class=register to register, Arr. time, crit path=5.64 ns, Final Hold Viols=0, WL met3=159 µm, all-layer global routing usage=5.390%, Top Layer Used=met3, Clock Skew=0.001170 ns, RePlAce Congestion=0.8238, Slew HR=44.13%, ys async rst share=0%, layout cell share with drive strength beyond 1=7.950%, cells after synthesis=225, number of I/O pins=21, vias per inst=4.516, setup bufs post-CTS=0, Total Wirelength=3.756 mm, grt ovf=0, RSZ-0062 raised after global routing=false, M1 wire length=1.917 mm, CP Launch Type=input port, Post-synth EDFFs=0, final worst slack=2.675 ns, post-synth cell types=62, clock-pin slew on the worst setup and hold paths=0.06 ns, Met2 Routed Length=1.679 mm, post_cts resized=0, First DRT Iteration DRCs=93, initial antenna violation count=0, largest net degree at the start of global routing=31, worst vdd ir=0.09738 mV, crit-path max FO=26, die x size=116 µm, Worst-Margin Slew=0.8354 ns, clock buffer depth=2, first-pass GRT wire length=6.175 mm, Required @ worst endpoint=8.32 ns, clock buffer count from CTS=3, CTS tree=built, Rows=34, tool warnings=29, final antenna-violating net count=0, core region area=8848 µm², pwr dens=77.66 nW/µm², highest clock rate=129.5 MHz, dpl hpwl=2.767 mm, Final Setup Violations=0, register pins left without a clock=9, Setup CP Type=input port to output port, WL/cell=10.82 µm, total power=168.9 µW, pre-placement core utilization=21.32%, Yosys reg bits=26, Synth Cell Area=1887 µm², Port Buf Inserts=18, final worst path period need=7.725 ns, syn_area_per_cell=8.386 µm², Slew Limit Fails=0, TritonRoute pass-1 iters=4, synth warn=7, Fin Setup TNS=0 ns, Max Cap Viol=0, Critical Path Sink Type=output port, Yosys Chip Area=1887 µm², post-route cell area=2175 µm², vias in the first global route=1,333
==> flip-flops by register name (all words and copies together), names as in the netlist <==
signal and cells:
count 17, A4.Segments 7, Sel 2
==> critical path, cell delays in order <==
cell,delay (ns)
clkdlybuf4s50_1,0.84
or2b_1,0.45
a21boi_1,0.15
o41a_1,0.43
nor3_1,0.26
o221ai_2,0.26
nand2b_1,0.20
a21oi_1,0.16
dlxtn_1,0.35
clkdlybuf4s50_1,0.46
==> where the power goes <==
part	internal (mW)	switching (mW)	leakage, nW
combinational	0.0240	0.0284	0.576
clock	0.0271	0.0199	0.0228
sequential	0.0690	0.000425	0.209
total	0.120	0.0488	0.808
==> metrics by stage <==
| step | hold slack (ns) | util [%] | std cells |
|---|---|---|---|
| floorplan | 0.3867 | - | 232 |
| global placement | 0.4026 | 24.07 | 343 |
| detailed placement | 0.4080 | 24.07 | 343 |
| CTS | 0.4241 | 24.58 | 347 |
| global route | 0.4480 | 24.58 | 347 |
| finish | 0.4211 | 24.58 | 347 |
==> cell families (layout without fill, tap and decap cells) <==
logic type                 count (synthesis)  count (layout)  share of synthesized area (%)
latches                                    7               7                          5.570
other                                      2               9                         0.3980
adders and majority gates                  6               6                          3.979
and+or+nand+nor                           85              85                          26.26
muxes                                      3               3                          1.592
xor gates and xnor gates                  19              19                          8.820
DFF                                       19              19                          20.16
AOI/OAI and AO/OA                         58              58                          25.40
buffers and inverters                     26              33                          7.824
==> path summary, 6_finish.rpt <==
path	start	end	slack, ns	cells after the start
max	Number[3]	Segments[0]	2.68	10
min	count[0]	count[0]	0.42	1
max reg2reg	count[0]	count[16]	8.84	5
min reg2reg	count[0]	count[0]	0.42	1
==> cells in the final DEF (no fill, tap or decap), types with 7 or more instances in the layout <==
cell type,Yosys,routed
xnor2_1,13,13
nand2_1,20,20
dlxtn_1,7,7
nor3_1,7,7
a21oi_1,13,13
clkdlybuf4s50_1,0,18
nor2_1,8,8
dfxtp_1,19,19
inv_1,9,9
nand2b_1,10,10
conb_1,2,9
nand3_1,8,8
==> synthesized netlist by cell type (all sizes together) (2+ instances only) <==
library cell | number | area, µm²
nand2 | 20 | 75.07
dfxtp | 19 | 380.4
a21oi | 14 | 73.82
buf | 14 | 102.6
xnor2 | 13 | 113.9
nand2b | 10 | 62.56
inv | 9 | 33.78
nor3 | 9 | 55.05
nand3 | 8 | 40.04
nor2 | 8 | 30.03
dlxtn | 7 | 105.1
ha | 6 | 75.07
o21ai | 6 | 30.03
xor2 | 6 | 52.55
a21o | 4 | 30.03
and3 | 4 | 25.02
nor3b | 4 | 30.03
a31oi | 3 | 25.02
clkbuf | 3 | 11.26
mux2i | 3 | 30.03
nand3b | 3 | 22.52
nand4 | 3 | 18.77
nand4b | 3 | 26.28
o211ai | 3 | 22.52
or3b | 3 | 28.78
a21boi | 2 | 15.01
a2bb2oi | 2 | 17.52
a41oi | 2 | 17.52
and4 | 2 | 17.52
conb | 2 | 7.510
o211a | 2 | 20.02
o221ai | 2 | 30.03
o2bb2ai | 2 | 17.52
o32ai | 2 | 17.52
or2b | 2 | 15.01
or4b | 2 | 20.02
==> layer usage <==
metal / GRT usage, % / vias to the layer above
li1: - / 837
met1: 7.650 / 705
met2: 8.912 / 25
met3: 0.9419 / 0
met4: 0.08340 / 0
met5: 0 / -
==> layout make-up <==
class	instances	area [µm²]
Fill cell	950	6674
Clock buffer	4	45.04
Multi-Input combinational cell	180	1280
Timing Repair Buffer	20	195.2
Sequential cell	26	485.5
Tap cell	108	135.1
Inverter	9	33.78
Power and IR drop assume default switching activity.

$ cat /design/flow/run.sh
#!/bin/bash
# OpenROAD 26Q1-2900-gdf79404cd8, Yosys 0.63+post, stock flow scripts
make -C /OpenROAD-flow-scripts/flow DESIGN_CONFIG=/design/flow/config.mk WORK_HOME=/design/flow/orfs finish
$ cat /design/flow/constraint.sdc
current_design Binary_to_BCD

set clk_period 4.3
set clk_io_pct 0.2

create_clock -name clk0 -period $clk_period [get_ports {i_Clock}]

set non_clock_inputs [all_inputs -no_clocks]
set_input_delay [expr $clk_period * $clk_io_pct] -clock clk0 $non_clock_inputs
set_output_delay [expr $clk_period * $clk_io_pct] -clock clk0 [all_outputs]
$ cat /design/flow/design.v
`timescale 1ns / 1ps
module Binary_to_BCD
  #(parameter INPUT_WIDTH = 8,
    parameter DECIMAL_DIGITS = 3)
  (
   input                         i_Clock,
   input [INPUT_WIDTH-1:0]       i_Binary,
   input                         i_Start,
   output [DECIMAL_DIGITS*4-1:0] o_BCD,
   output                        o_DV
   );
  parameter s_IDLE              = 3'b000;
  parameter s_SHIFT             = 3'b001;
  parameter s_CHECK_SHIFT_INDEX = 3'b010;
  parameter s_ADD               = 3'b011;
  parameter s_CHECK_DIGIT_INDEX = 3'b100;
  parameter s_BCD_DONE          = 3'b101;
  reg [2:0] r_SM_Main = s_IDLE;
  reg [DECIMAL_DIGITS*4-1:0] r_BCD = 0;
  reg [INPUT_WIDTH-1:0]      r_Binary = 0;
  reg [DECIMAL_DIGITS-1:0]   r_Digit_Index = 0;
  reg [7:0]                  r_Loop_Count = 0;
  wire [3:0]                 w_BCD_Digit;
  reg                        r_DV = 1'b0;                       
  always @(posedge i_Clock) begin
      case (r_SM_Main)
        s_IDLE :
          begin
            r_DV <= 1'b0;
            if (i_Start == 1'b1)
              begin
                r_Binary  <= i_Binary;
                r_SM_Main <= s_SHIFT;
                r_BCD     <= 0;
              end
            else
              r_SM_Main <= s_IDLE;
          end
        s_SHIFT :
          begin
            r_BCD     <= r_BCD << 1;
            r_BCD[0]  <= r_Binary[INPUT_WIDTH-1];
            r_Binary  <= r_Binary << 1;
            r_SM_Main <= s_CHECK_SHIFT_INDEX;
          end          
        s_CHECK_SHIFT_INDEX :
            begin
              if (r_Loop_Count == INPUT_WIDTH-1)
                begin
                  r_Loop_Count <= 0;
                  r_SM_Main    <= s_BCD_DONE;
                end
              else
                begin
                  r_Loop_Count <= r_Loop_Count + 1;
                  r_SM_Main    <= s_ADD; 
                end
            end 
        s_ADD : 
            begin 
              if (w_BCD_Digit > 4)
                begin                                     
                  r_BCD[(r_Digit_Index*4)+:4] <= w_BCD_Digit + 3;  
                end
              r_SM_Main <= s_CHECK_DIGIT_INDEX; 
            end       
        s_CHECK_DIGIT_INDEX :
          begin
            if (r_Digit_Index == DECIMAL_DIGITS-1)
              begin
                r_Digit_Index <= 0;
                r_SM_Main     <= s_SHIFT;
              end
            else
              begin
                r_Digit_Index <= r_Digit_Index + 1;
                r_SM_Main     <= s_ADD;
              end
          end
        s_BCD_DONE :
          begin
            r_DV      <= 1'b1;
            r_SM_Main <= s_IDLE;
          end
        default :
          r_SM_Main <= s_IDLE;
      endcase
    end  
  assign w_BCD_Digit = r_BCD[r_Digit_Index*4+:4];
  assign o_BCD = r_BCD;
  assign o_DV  = r_DV;
endmodule  
$ cat /design/flow/config.mk
export PLATFORM = sky130hd
export DESIGN_NAME = Binary_to_BCD
export DESIGN_NICKNAME = Binary_to_BCD
export VERILOG_FILES = /design/flow/design.v
export SDC_FILE = /design/flow/constraint.sdc
export NUM_CORES = 4
export LEC_CHECK = 1
export CORE_UTILIZATION = 30
==> results.toml <==
# implementation run metrics
[run_status]
status = "complete, no violations"

[synthesis]
top_area_share_pct = 48.5
yosysSeqAreaShare_pct = 51.5
netlist_area_sq_mm = 0.00198
edf_count = 32
yosysTopAreaCell = "edfxtp_1"
yosysChipArea_sq_mm = 0.00198
synth_cell_types = 46
ff_type = "edfxtp_1"
ys_seq_elements = 35
top_cells_by_area = "edfxtp_1 (48%), ha_1 (6.3%), a22oi_1 (3.8%)"
yosysWarningCount = 1
async_flop_share_pct = 0
yosysCellCount = 170
synth_cells = 170
syn_area_per_cell_sq_um = 11.7

[place]
port_buffers = 22
dpl.hpwl_microns = 2660
place_congestion = 0.878

[die]
rows = 29
fp.coreArea_sq_mm = 0.00635
die_w_microns = 83.3
ioPinCount = 23
fp.dieH_microns = 83.3
chipArea_sq_mm = 0.00694
fp_util_pct = 31.2

[worst_setup_path]
cp_slowest_cell = "edfxtp_1"
reg2reg_slack_ns = 1.87
cp.required_ns = 4.29
critical_path_buf_inv_count = 1
path_class = "reg2reg"
critical_path.cell_chain = "and2b_4 > o2bb2ai_2 > nand2_1 > ha_1 > nand2b_1 > a311oi_2 > buf_4"
slowest_delay_ns = 0.62
critPathLaunchType = "flop"
r2r-start = "r_Digit_Index[0]"
cp_top_family = "simple AND/OR/NAND/NOR gates"
arrival_ns = 2.42
cp_max_fo = 14
rr_endpoint = "r_BCD[10]"
endpoint_kind = "flop"
rr_worst_depth = 7

[timing]
post-route-period-util_pct = 56.5
fin_tns_setup_ns = 0
max_freq_mhz = 412
slew_headroom_pct = 62.9
setup_viol = 0
rsz0062_at_grt = "no"
slew_violations = 0
clock_skew_ns = 0.0123
hold_viol_final = 0
tightestPinTransition_ns = 0.555
period_needed_ns = 2.43

[power]
power_frac_comb_pct = 39.4
switchingPower_mw = 0.579
p_sw_share_pct = 35.5
clkPwrFrac_pct = 13.6
powerDensity_mw_per_mm2 = 690
p_int_mw = 1.05
power_leakage_nw = 0.822
seqPwrFrac_pct = 47.0
ir_drop_mv = 0.277
power_mw = 1.63

[hold_path]
holdPathEnd = "r_Binary[5]"
min_from = "r_Binary[4]"
min_path_type = "reg2reg"
whs_path_depth = 1

[drt]
totalWireLength_microns = 3750
ant_nets = 0
via_per_inst = 5.07
diodes = 0
drt-initial-drc-count = 48
remaining_drc_errors = 0
dr_total_vias = 1379
wl_per_cell_microns = 13.8
firstDrtPassIters = 5

[global_route]
grt_pass1_wl_microns = 6160
grt_remaining_overflow = 0
first_global_vias = 1272
grt_usage_pct = 11.3
antenna_found_initial = 0
grt_max_degree = 21

[clocking]
cts_resized = 0
post-cts-setup-buffers = 0
cts_inserted_buffers = 5
cts_tree = "built"
cts_root_buffer = "clkbuf_8"
cts_buffer_depth = 2
cts_num_sinks = 35
ctsHoldBuffers = 0
clk_latency_ns = 0.29
h-tree-depth = 2
path_clk_slew_ns = 0.07

[cells_and_area]
drive_gt1_share_pct = 15.4
area_delta_synth_final_pct = 19.3
final_util_pct = 37.2

[job]
warnings = 30
drv_cap = 0
## logic make-up after synthesis
| family | share of synthesized area [%] |
|---|---|
| and+or+nand+nor | 13.7 |
| AOI/OAI and AO/OA | 14.5 |
| DFF | 51.5 |
| buffers and inverters | 3.60 |
| muxes | 6.00 |
| adders and majority gates | 6.31 |
| xor gates and xnor gates | 4.36 |
## routing by layer
metal | global-route usage [%] | share of wire [%] | vias to the layer above
met5 | 0 | 0 | -
li1 | - | - | 683
met3 | 3.63 | 6.0 | 8
met2 | 14.8 | 42 | 48
met4 | 2.51 | 2.3 | 0
met1 | 19.0 | 50 | 640
## cell usage in the layout (no fill, tap or decap), types with 2 or more instances in the layout
cell              n
edfxtp_1         32
clkdlybuf4s50_1  22
nand2_1          16
a22oi_1          10
o21ai_1          10
ha_1             10
nand3_1           7
a21oi_1           6
xnor2_1           6
nor2_1            6
mux2_2            6
nor3_1            5
clkbuf_8          5
inv_1             4
mux2i_1           4
buf_4             4
o2bb2ai_2         3
nor2b_1           3
and3_1            3
dfxtp_1           3
inv_2             2
o21ai_0           2
nor3_2            2
xor2_1            2
## final cells by class
cell class                 count  area [sq um]
multi-input combinational    121           896
tap                           77          96.3
fill                         602          3990
sequential                    35          1020
timing repair buffer          26           250
clock buffer                   5          68.8
inverter                       6          22.5
clock inverter                 2          8.76
## synthesized netlist by cell type (all sizes together), types with 2 or more instances
cell type and n:
dfxtp 3, nor2b 3, nand3 7, a22oi 10, mux2 7, mux2i 4
o21ai 12, a21oi 6, nand2 16, and3 3, xnor2 6, and2 2
inv 6, nor3b 2, nor2 7, clkbuf 3, xor2 3, nor3 7
ha 10, edfxtp 32, buf 5, o2bb2ai 4
## worst register-to-register path: cells and delay by family (launching register included)
family | cells | cell delay, ns
compound gates | 2 | 0.37
simple gates | 3 | 0.68
flops | 1 | 0.62
fa+ha+maj | 1 | 0.20
buf+inv | 1 | 0.25
## registers in the layout (all words and copies together) (netlist names)
| signal | flops |
|---|---|
| r_BCD | 12 |
| r_Binary | 8 |
| r_DV | 1 |
| r_Digit_Index | 3 |
| r_Loop_Count | 8 |
| r_SM_Main | 3 |
## stage by stage
stage / setup WS, ns / hold slack, ns / cell area [sq um] / std cells
4_1_cts: 1.88 / 0.554 / 2360 / 272
5_1_grt: 1.66 / 0.564 / 2360 / 272
3_3_place_gp: 1.90 / 0.533 / 2290 / 265
6_report: 1.87 / 0.546 / 2360 / 272
2_1_floorplan: 1.51 / 0.508 / 1980 / 170
3_5_place_dp: 1.87 / 0.537 / 2290 / 265
## worst max-delay path by stage
stage / cells after the start / endpoint / slack, ns / from
global route: 7 / r_BCD[3] / 1.66 / r_Digit_Index[0]
finish: 7 / r_BCD[10] / 1.87 / r_Digit_Index[0]
CTS: 7 / r_BCD[9] / 1.88 / r_Digit_Index[0]
## power by group through the flow
stage / Clock (mW) / Sequential (mW) / Combinational, mW
after global routing: 0.237 / 0.795 / 0.708
after CTS: 0.227 / 0.769 / 0.648
final: 0.222 / 0.767 / 0.642
Power is estimated from default activity; no workload was simulated.

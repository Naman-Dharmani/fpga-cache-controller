--- ./config.mk ---
export PLATFORM = sky130hd
export DESIGN_NAME = ClockDivider
export DESIGN_NICKNAME = ClockDivider
export VERILOG_FILES = /design/flow/design.v
export SDC_FILE = /design/flow/constraint.sdc
export NUM_CORES = 4
export LEC_CHECK = 1
export CORE_AREA = 10 10 90 90
export DIE_AREA = 0 0 100 100
--- ./constraint.sdc ---
current_design ClockDivider

set clk_period 4.7
set clk_io_pct 0.2

create_clock -name clk0 -period $clk_period [get_ports {clk_in}]

set non_clock_inputs [all_inputs -no_clocks]
set_input_delay [expr $clk_period * $clk_io_pct] -clock clk0 $non_clock_inputs
set_output_delay [expr $clk_period * $clk_io_pct] -clock clk0 [all_outputs]
--- ./design.v ---
`timescale 1ns / 1ps
module ClockDivider(clk_in, freq_ctrl, clk_out);
    parameter FREQ0 = 1000;
    parameter FREQ1 = 10000;
    input clk_in, freq_ctrl;
    output reg clk_out;
    reg [26:0] counter = 0;
    always @(posedge clk_in) begin
        counter <= counter + 1;
        if(counter == (freq_ctrl ? (50_000_000 / FREQ1) : (50_000_000 / FREQ0) )) begin
            counter <= 0;
            clk_out <= ~clk_out;
        end
    end
endmodule
--- ./run.sh ---
#!/bin/bash
# OpenROAD 26Q1-2900-gdf79404cd8, Yosys 0.63+post, stock flow scripts
make -C /OpenROAD-flow-scripts/flow DESIGN_CONFIG=/design/flow/config.mk WORK_HOME=/design/flow/orfs finish
==> job_summary.md <==
### Flow metrics

| Metric | Value |
|---|---|
| Status | finished clean |
| Reg2reg end | clk_out$_DFFE_PN_ |
| Setup violators final | 0 |
| Maxcap violations | 0 |
| PostCTS Resize Cnt | 0 |
| RePlAce Congestion | 0.775 |
| Setup_tns | 0 ns |
| Worst stage delay on the critical path | 0.64 ns |
| Worst Hold Class | reg2reg |
| Top cell excl fill/tap | dfxtp_1 |
| Hold Path End | counter[18]$_SDFF_PN0_ |
| Tool warnings | 26 |
| Die height | 100 microns |
| HPWL after detailed placement | 1.56 mm |
| Clock Tree Root | clkbuf_8 |
| Cell Pwr Density | 273 nW/um^2 |
| Mux share | 0 |
| Top layer in use | met4 |
| VDD IR max | 0.116 mV |
| Met3 wire length | 46 microns |
| Share of layout cells above drive strength 1 | 0.0657 |
| # diodes | 0 |
| Reg2Reg Depth | 3 |
| CP Capture Type | register |
| Mean number of vias per cell | 4.13 |
| Clock Skew | 0.00469 ns |
| CP Class | in2reg |
| Synthesized netlist cell count | 134 |
| 1st-pass router iterations | 4 |
| Clk buf depth | 2 |
| Final hold vios | 0 |
| Die width | 100 microns |
| Post-synth top area cell | dfxtp_1 |
| Xor/xnor cell area share of the yosys netlist | 0.165 |
| WL per Instance | 9.94 microns |
| Crit-path cells | clkdlybuf4s50_1, nor4b_1, a22oi_1, nor4_4 |
| Min-delay src | counter[18]$_SDFF_PN0_ |
| Largest net degree at the start of global routing | 16 |
| Final wirelength | 2.13 mm |
| Least-Margin Pin Slew | 0.742 ns |
| Crit path time final | 2.53 ns |
| RR Startpoint | counter[19]$_SDFF_PN0_ |
| Synth warn | 1 |
| Flops after synth | 28 |
| Inst Count DP | 210 |
| CTS tree | built |
| Core area | 6280 sq um |
| Buf+Inv Stages, Crit Path | 1 |
| ANT nets after route | 0 |
| Cts bufs inserted | 3 |
| Fin cells | 214 |
| Vias in the first global route | 841 |
| Die area | 10000 sq um |
| Compound Share, Synth | 0.0256 |
| DRT iter0 DRCs | 12 |
| First-pass GRT wire length | 3.71 mm |
| Fin util | 0.227 |
| Max FO, Critical Path | 13 |
| Crit path required time | 4.61 ns |
| Post-synthesis adder-cell area fraction | 0.0197 |
| Yosys chip area | 1270 sq um |
| RSZ-0062 raised after global routing | false |
| I/O pin count | 3 |
| Pins Over Slew Limit | 0 |
| Synthesized cell area | 1270 sq um |
| Post-CTS setup buffers | 0 |
| Nature of the critical path startpoint | input pin |
| Vias | 883 |
| Synth Seq Share | 0.448 |
| Pleak | 0.000479 uW |
| Clk pin slew, worst setup/hold paths | 0.09 ns |
| Slew headroom | 0.501 |
| P&R area growth vs syn | 12.0% |
| Number of H-tree levels | 1 |
| Skew-Pair Late Insertion Delay | 0.27 ns |
| Init Core Util | 0.203 |
| Post-Route M1 WL | 1.16 mm |
| CTS sink count | 28 |
| Hold_buf cts | 0 |
| Critical-path top delay cell | nor4_4 |
| GRT overflow | 0 |
| Hold Path Depth | 1 |
| Met2 routed WL | 890 microns |
| Comb area leader | simple AND/OR/NAND/NOR gates |
| Post-route DRC | 0 |
| Worst hold slack | 0.471 ns |
| PortBufs | 2 |
| Dominant cells by area after synthesis | dfxtp_1 (42%), xnor2_1 (13%), nand4_1 (5.9%) |
| Syn avg cell area | 9.50 sq um |
| Antenna violations before repair | 0 |
| CP arrival | 2.45 ns |
| Fin crit share | 0.539 |
| Reg2reg setup slack | 2.41 ns |
| Dominant logic cell types in the final layout | dfxtp_1 (27), xnor2_1 (19), nor2_1 (15), nand4_1 (12), nand2_1 (8) |
| Simple share | 0.309 |
| Tot Pwr | 388 uW |
| Max-area cell share | 0.425 |
| GRT Util Overall | 0.0424 |
| Achievable clock frequency | 0.395 GHz |
| Cell Type Count | 28 |
| Top Family by Delay on Critical Path | simple AND/OR/NAND/NOR gates |
| Number of cells in Yosys stat | 134 |
| Std-Cell Rows | 29 |
==> metrics by stage <==
step / setup WS [ns] / cell area [sq um]
floorplan: 2.61 / 1270
global placement: 1.90 / 1370
detailed placement: 1.87 / 1370
CTS: 2.15 / 1430
global route: 2.00 / 1430
finish: 2.17 / 1430
==> worst max-delay path by stage <==
| stage | startpoint | to | slack [ns] | cells past startpoint |
|---|---|---|---|---|
| 6_report | freq_ctrl | clk_out$_DFFE_PN_ | 2.17 | 4 |
| 5_1_grt | freq_ctrl | clk_out$_DFFE_PN_ | 2.00 | 4 |
| 4_1_cts | freq_ctrl | clk_out$_DFFE_PN_ | 2.15 | 4 |
==> cell type report <==
class | instances | area (sq um)
timing repair buffer | 2 | 20.0
multi-input combinational | 97 | 661
inverter | 6 | 22.5
tap | 77 | 96.3
fill | 665 | 4850
sequential | 28 | 571
clock buffer | 4 | 55.1
==> state kept, by name (all words and copies together) (netlist names) <==
register,flops
counter,27
clk_out,1
==> routing by layer <==
layer  up-vias  track usage
li1        476            -
met1       393       0.0609
met2        10       0.0672
met3         4      0.00694
met4         0      0.00652
met5         -            0
==> cells by family (layout without fill, tap and decap cells) <==
group,after synthesis,in the layout
simple gates,67,67
buf+inv,9,12
xor+xnor,24,24
compound gates,4,4
fa+ha+maj,2,2
flops,28,28
==> report_power, final <==
part / internal (uW) / leakage, uW / total (uW) / switching, uW
clock network: 75.0 / 0.0000288 / 148 / 73.4
logic: 1.24 / 0.000220 / 1.87 / 0.627
registers: 238 / 0.000231 / 238 / 0
total: 314 / 0.000479 / 388 / 74.0
==> synthesized netlist by cell type, drive strengths merged <==
master and instances:
nor2b 1, nor2 15, xnor2 19, xor2 5
nand2 8, and2 4, and4b 1, and4 2
o21ba 2, ha 2, nor3 2, a22oi 1
buf 2, nor4 8, nor4b 2, nand3 6
nand4 12, edfxtp 1, or4 2, and3 4
inv 6, a21oi 1, clkbuf 1, dfxtp 27
Power is estimated from default activity; no workload was simulated.
